`flow/design.v`:
```
module C74HC138(
    input wire A, B, C, E1, E2, E3,
    output wire Y0, Y1, Y2, Y3, Y4, Y5, Y6, Y7
);
    wire EN;
    and (EN, E1, ~E2, ~E3);
    nand (Y0, EN, ~A, ~B, ~C);
    nand (Y1, EN, ~A, ~B, C);
    nand (Y2, EN, ~A, B, ~C);
    nand (Y3, EN, ~A, B, C);
    nand (Y4, EN, A, ~B, ~C);
    nand (Y5, EN, A, ~B, C);
    nand (Y6, EN, A, B, ~C);
    nand (Y7, EN, A, B, C); 
endmodule
```
`flow/config.mk`:
```
export PLATFORM = sky130hd
export DESIGN_NAME = C74HC138
export DESIGN_NICKNAME = C74HC138
export VERILOG_FILES = /design/flow/design.v
export SDC_FILE = /design/flow/constraint.sdc
export NUM_CORES = 4
export LEC_CHECK = 1
export CORE_AREA = 10 10 70 70
export DIE_AREA = 0 0 80 80
```
`flow/constraint.sdc`:
```
current_design C74HC138

set clk_period 2.7
set clk_io_pct 0.2

create_clock -name clk0 -period $clk_period

set non_clock_inputs [all_inputs -no_clocks]
set_input_delay [expr $clk_period * $clk_io_pct] -clock clk0 $non_clock_inputs
set_output_delay [expr $clk_period * $clk_io_pct] -clock clk0 [all_outputs]
```
`flow/run.sh`:
```
#!/bin/bash
# OpenROAD 26Q1-2900-gdf79404cd8, Yosys 0.63+post, stock flow scripts
make -C /OpenROAD-flow-scripts/flow DESIGN_CONFIG=/design/flow/config.mk WORK_HOME=/design/flow/orfs finish
```
==> GITHUB_STEP_SUMMARY <==
### Yosys + OpenROAD results

| Metric | Value |
|---|---|
| Total track usage | 0.0115 |
| Worst Path Arrival | 1.86 ns |
| Largest net degree at the start of global routing | 6 |
| Resize count post-CTS | 0 |
| Seq pwr share | 0 |
| FF+latch area | 0 sq um |
| Initial Util | 0.0271 |
| Die Ht | 80 um |
| Layout Cells excl Fill | 74 |
| Final slew viol count | 0 |
| YS chip area | 92.6 sq um |
| Power per cell area | 66.9 nW/um^2 |
| Hold Crit Class | in -> out |
| Core area | 3420 sq um |
| Sw Share | 0.345 |
| Critical path type | in -> out |
| Detail Route Antenna Nets | 0 |
| Mapped cell area | 92.6 sq um |
| Remaining Overflow, GRT | 0 |
| Family with the most delay on the worst path | buffers and inverters |
| Setup Buffers After CTS | 0 |
| Detailed Route WL | 443 um |
| WL per Instance | 5.99 um |
| Peak supply drop | 0.00601 mV |
| Drt first-iter violations | 0 |
| Worst-path fanout max | 5 |
| Residual DRC count | 0 |
| Fin crit share | 0.888 |
| Quantity of hold-fixing buffers added after cts | 0 |
| Layout overhead on the synthesized area | 214% |
| DR pass1 iterations | 1 |
| Commonest cells in the netlist | 6 x nand2_1, 2 x and4bb_1, 2 x nand4_1 |
| Layout cells sized above 1 | 0.0357 |
| Global-route wire length before repair | 634 um |
| Slowest cell on the critical path | clkdlybuf4s50_1 |
| Outcome | finished, final reports clean |
| Synth cell types | 7 |
| Part of the power in combinational logic | 1.000 |
| Initial antenna violation count | 0 |
| NetSw | 6.70 uW |
| Post-synth area hogs | and4bb_1 27%, nand2_1 24%, nor4b_2 16%, nand4_1 14%, and2b_1 8.1% |
| Yosys top cell by instances | nand2_1 |
| Gp weighted congestion | 0.709 |
| Fin. Hold Viols | 0 |
| Vias in the first global route | 146 |
| Critical Path RT | 2.16 ns |
| Slew @ Worst Pin | 0.252 ns |
| Synth area leader | and4bb_1 |
| Clock power frac | 0 |
| Post-DP HPWL | 405 um |
| # clk buffers | 0 |
| Port bufs | 14 |
| Row cnt | 21 |
| CP max stage delay | 0.55 ns |
| Leak | 0.0855 nW |
| Ports | 14 |
| Mapped Avg Cell Area | 6.61 sq um |
| Max-slew headroom | 0.832 |
| Final setup fails | 0 |
| Post-Synthesis Cells | 14 |
| Total number of vias | 154 |
| Worst path most repeated cell | clkdlybuf4s50_1 |
| Tool Warnings | 32 |
| Critical-path cell list | clkdlybuf4s50_1, and4bb_1, nand2_1, clkdlybuf4s50_1 |
| Int Power | 12.7 uW |
| Min Tclk post-route | 2.40 ns |
| Setup TNS | 0 ns |
| Achievable frequency | 417 MHz |
| Seq cells | 0 |
| RSZ-0062 raised after global routing | no |
| Cells in synth_stat.txt | 14 |
| Startpoint Class | input port |
| Critical Path Sink Type | output pin |
| Via/cell ratio | 2.08 |
| YS warnings | 0 |
| Placed cell count | 74 |
| Sum of buffers and inverters on the critical path | 2 |
| ANT cells | 0 |
| Maxcap violations | 0 |
| Die Wd | 80 um |
| Seq share, synth | 0 |
| DIE AREA | 6400 sq um |
| Max-area cell share | 0.270 |
## metrics by stage
stage	worst slack [ns]	cell area (sq um)	util	power (mW)	hold slack (ns)
CTS	0.297	290	0.0850	0.0196	2.14
global route	0.218	290	0.0850	0.0213	2.18
finish	0.302	290	0.0850	0.0194	2.13
global placement	0.302	290	0.0850	0.0193	2.13
floorplan	1.30	92.6	-	0.00524	1.11
detailed placement	0.301	290	0.0850	0.0194	2.13
## final cells by class
type                       instances  area (sq um)
timing repair buffer              14           140
multi-input combinational         14          92.6
tap                               46          57.6
fill                             404          3130
## metal layers
metal,up-vias,global-route usage,share of wire
met2,13,0.0185,0.29
met5,-,0,0
met3,0,0.00682,0.23
met4,0,0,0
li1,81,-,-
met1,60,0.0138,0.47
## power groups by stage
| stage | registers [mW] | logic, mW | clock network, mW |
|---|---|---|---|
| CTS | 0 | 0.0196 | 0 |
| global route | 0 | 0.0212 | 0 |
| finish | 0 | 0.0194 | 0 |
## kinds of logic (layout without fill, tap and decap cells)
| logic type | count (synthesis) | in the layout | share of synthesized area |
|---|---|---|---|
| AND/OR/NAND/NOR | 14 | 14 | 1.00 |
| buffers and inverters | 0 | 14 | 0 |
## path summary, 6_finish.rpt
kind | end | slack, ns | startpoint | cells after the start
worst min-delay path | Y6 | 2.13 | A | 3
worst max-delay path | Y4 | 0.30 | B | 4
## tightest hold or removal path: stages
cell and delay (ns):
clkdlybuf4s50_1 0.48, nand4_1 0.10, clkdlybuf4s50_1 0.46
## layout by cell type (no fill, tap or decap), drive strengths merged
| cell type | synthesis | layout |
|---|---|---|
| clkdlybuf4s50 | 0 | 14 |
| nand2 | 6 | 6 |
| and4bb | 2 | 2 |
| nand4 | 2 | 2 |
| nor2b | 1 | 1 |
| nor2 | 1 | 1 |
| and2b | 1 | 1 |
| nor4b | 1 | 1 |
Power is estimated from default activity; no workload was simulated.
