File: design/flow/design.v
module TrafficLightControl (
    input CLK,        
    input RST,
    output reg RNS, YNS, GNS,
    output reg REW, YEW, GEW
);
    parameter SEC_5 = 500_000_000;
    reg [28:0] timer;
    reg [3:0]  count_idx;
    always @(posedge CLK or posedge RST) begin
        if (RST) begin
            timer <= 29'd0;
            count_idx <= 4'd0;
        end else begin
            if (timer == SEC_5 - 1) begin
                timer <= 29'd0;
                count_idx <= count_idx + 1;  
            end else begin
                timer <= timer + 1;
            end
        end
    end
    always @(*) begin
        {RNS, YNS, GNS, REW, YEW, GEW} = 6'b000000;
        case (count_idx)
            4'd0, 4'd1, 4'd2, 4'd3, 4'd4, 4'd5: begin  
                GNS = 1; REW = 1;
            end
            4'd6: begin  
                YNS = 1; REW = 1;
            end
            4'd7: begin  
                RNS = 1; REW = 1;
            end
            4'd8, 4'd9, 4'd10, 4'd11, 4'd12, 4'd13: begin  
                RNS = 1; GEW = 1;
            end
            4'd14: begin  
                RNS = 1; YEW = 1;
            end
            4'd15: begin  
                RNS = 1; REW = 1;
            end
        endcase
    end
endmodule
File: design/flow/run.sh
#!/bin/bash
# OpenROAD 26Q1-2900-gdf79404cd8, Yosys 0.63+post, stock flow scripts
make -C /OpenROAD-flow-scripts/flow DESIGN_CONFIG=/design/flow/config.mk WORK_HOME=/design/flow/orfs finish
File: design/flow/config.mk
export PLATFORM = sky130hd
export DESIGN_NAME = TrafficLightControl
export DESIGN_NICKNAME = TrafficLightControl
export VERILOG_FILES = /design/flow/design.v
export SDC_FILE = /design/flow/constraint.sdc
export NUM_CORES = 4
export LEC_CHECK = 1
export CORE_UTILIZATION = 30
File: design/flow/constraint.sdc
current_design TrafficLightControl

set clk_period 3.8
set clk_io_pct 0.2

create_clock -name clk0 -period $clk_period [get_ports {CLK}]

set non_clock_inputs [all_inputs -no_clocks]
set_input_delay [expr $clk_period * $clk_io_pct] -clock clk0 $non_clock_inputs
set_output_delay [expr $clk_period * $clk_io_pct] -clock clk0 [all_outputs]
==> report_table.html <==
<h3>Run summary</h3>
<table>
<tr><th>Metric</th><th>Value</th></tr>
<tr><th colspan="2">Cells and area</th></tr>
<tr><td>Register area</td><td>between 800 and 900 µm²</td></tr>
<tr><td>Share of layout cells above drive strength 1</td><td>11.2%</td></tr>
<tr><td>Final cell count without fillers</td><td>268</td></tr>
<tr><td>Multi-input combinational cell area</td><td>910 µm²</td></tr>
<tr><td>Area growth from synthesis to layout</td><td>11.0%</td></tr>
<tr><td>Layout fillers</td><td>537</td></tr>
<tr><td>Finished Core Util</td><td>35.5%</td></tr>
<tr><th colspan="2">Placement</th></tr>
<tr><td>Buffers added on ports</td><td>7</td></tr>
<tr><td>Final RePlAce weighted congestion</td><td>around 0.87</td></tr>
<tr><td>Estimated wirelength of the detail-placed design</td><td>2390 µm</td></tr>
<tr><td>Cell Count Post-Placement</td><td>260</td></tr>
<tr><th colspan="2">GRT</th></tr>
<tr><td>Via count of the first global-routing pass</td><td>~1300</td></tr>
<tr><td>GRT Util Overall</td><td>12.5%</td></tr>
<tr><td>Wire length of the first global-routing pass</td><td>6200 µm</td></tr>
<tr><td>Maximum number of pins on one net before global-route repair</td><td>34</td></tr>
<tr><td>Total congestion overflow after global routing</td><td>0</td></tr>
<tr><td>Number of antenna violations at the first check in global routing</td><td>0</td></tr>
<tr><th colspan="2">Clocking</th></tr>
<tr><td>Post-cts gate resize count</td><td>0</td></tr>
<tr><td>Clk latency late pin</td><td>280 ps</td></tr>
<tr><td>Total CTS buffers</td><td>5</td></tr>
<tr><td>Number of clock sinks seen by CTS</td><td>33</td></tr>
<tr><td>Clock transition time at the flip-flop clock pins of the worst setup and hold paths</td><td>70 ps</td></tr>
<tr><td>Clk Tree Root Cell</td><td>clkbuf_8</td></tr>
<tr><td>CTS Hold Bufs</td><td>0</td></tr>
<tr><td>CTS tree</td><td>built</td></tr>
<tr><td>Clock H-tree levels</td><td>2</td></tr>
<tr><td>Post-CTS setup buffers</td><td>0</td></tr>
<tr><td>Buffers from clock root to sink, at most</td><td>2</td></tr>
<tr><th colspan="2">Timing</th></tr>
<tr><td>Final Hold Viols</td><td>0</td></tr>
<tr><td>Unrepaired setup endpoints after global routing</td><td>no</td></tr>
<tr><td>Setup TNS</td><td>0 ps</td></tr>
<tr><td>Final tally of max-slew violations</td><td>0</td></tr>
<tr><td>Final setup viols</td><td>0</td></tr>
<tr><td>Relative slew margins</td><td>56.8%</td></tr>
<tr><td>Final period utilization</td><td>66.1%</td></tr>
<tr><td>Clock tree skew after final layout</td><td>approximately 3.9 ps</td></tr>
<tr><td>Fmax</td><td>398 MHz</td></tr>
<tr><td>Post-Route Hold Slack</td><td>489 ps</td></tr>
<tr><td>Transition at the pin with the smallest max-transition slack</td><td>643 ps</td></tr>
<tr><td>Min Tclk post-route</td><td>2510 ps</td></tr>
<tr><th colspan="2">Route</th></tr>
<tr><td>Inserted Diodes</td><td>0</td></tr>
<tr><td>Total number of vias</td><td>1345</td></tr>
<tr><td>Remaining design rule violation count</td><td>0</td></tr>
<tr><td>Routed via count divided by cell count</td><td>5.02</td></tr>
<tr><td>Number of DRC markers in iteration 0</td><td>96</td></tr>
<tr><td>Detailed-route wire length</td><td>3420 µm</td></tr>
<tr><td>Initial DRT Pass Iterations</td><td>4</td></tr>
<tr><td>DRT antenna net count</td><td>0</td></tr>
<tr><td>Per-cell routed wire length</td><td>12.8 µm</td></tr>
<tr><th colspan="2">Pwr</th></tr>
<tr><td>Net switching power of the design</td><td>0.128 mW</td></tr>
<tr><td>Power density normalized to cell area</td><td>303 nW/µm²</td></tr>
<tr><td>Fraction of power spent switching nets</td><td>a little over a fifth</td></tr>
<tr><td>Sequential share of power</td><td>57.8%</td></tr>
<tr><td>Largest vdd supply drop</td><td>0.134 mV</td></tr>
<tr><td>Internal power of the cells</td><td>0.480 mW</td></tr>
<tr><td>Relative contribution of the clock network to total power</td><td>approximately 41%</td></tr>
<tr><td>Static Leakage</td><td>0.920 nW</td></tr>
<tr><td>Proportion of power drawn by combinational gates</td><td>1.4%</td></tr>
<tr><th colspan="2">Worst setup path</th></tr>
<tr><td>Cell with the most instances on the worst path</td><td>ha_1</td></tr>
<tr><td>Maximum cell stage delay along the critical path</td><td>approximately 430 ps</td></tr>
<tr><td>Crit path capture type</td><td>primary output</td></tr>
<tr><td>Critical path fanouts, max</td><td>6</td></tr>
<tr><td>Largest delay share family, worst path</td><td>flip-flops</td></tr>
<tr><td>Reg2Reg Launch Point</td><td>timer[0]</td></tr>
<tr><td>Cell-by-cell trace of the critical path</td><td>ha_1 &gt; ha_1 &gt; or2_2 &gt; clkdlybuf4s50_1</td></tr>
<tr><td>Critical path type</td><td>reg2out</td></tr>
<tr><td>CP Buf/Inv Count</td><td>1</td></tr>
<tr><td>Worst path slowest cell</td><td>dfrtp_1</td></tr>
<tr><td>Critical path startpoint category</td><td>flip-flop</td></tr>
<tr><td>Worst endpoint data arrival time</td><td>1750 ps</td></tr>
<tr><td>Crit path launch</td><td>count_idx[1]</td></tr>
<tr><td>Crit path required time</td><td>3040 ps</td></tr>
<tr><th colspan="2">Yosys</th></tr>
<tr><td>Yosys cell count</td><td>about 190</td></tr>
<tr><td>Mean instance size in the synthesized netlist</td><td>9.55 µm²</td></tr>
<tr><td>Yosys stat area</td><td>1810 µm²</td></tr>
<tr><td>Share of the synthesized area in the top cell type</td><td>a little under half</td></tr>
<tr><td>Count of state elements after synthesis</td><td>33</td></tr>
<tr><td>Tally of unique sky130hd cells used after synthesis</td><td>40</td></tr>
<tr><td>Yosys warning total</td><td>1</td></tr>
<tr><td>Synth Seq Share</td><td>a little under half</td></tr>
<tr><td>Leading cell types by total area after synthesis</td><td>dfrtp_1 (46%), nand2_1 (5.4%), xnor2_1 (4.4%), xor2_1 (3.9%), nand3_1 (3.6%)</td></tr>
<tr><td>Post-synthesis cell count</td><td>189</td></tr>
<tr><td>Async S/R FF share, synth</td><td>100%</td></tr>
<tr><td>Biggest area consumer among synthesized cells</td><td>dfrtp_1</td></tr>
<tr><td>Primary FF master, synth</td><td>dfrtp_1</td></tr>
<tr><td>Netlist area before placement</td><td>1810 µm²</td></tr>
<tr><td>Number of flops mapped to enable cells by yosys</td><td>0</td></tr>
<tr><th colspan="2">Die</th></tr>
<tr><td>Die span in y</td><td>79.6 µm</td></tr>
<tr><td>Total Die Area</td><td>6330 µm²</td></tr>
<tr><td>Total I/O pin count</td><td>8</td></tr>
<tr><td>Chip width</td><td>79.6 µm</td></tr>
<tr><td>Core Region</td><td>~5600 µm²</td></tr>
<tr><td>Fp_density</td><td>32.0%</td></tr>
<tr><td>Cell Rows</td><td>27</td></tr>
<tr><th colspan="2">Run</th></tr>
<tr><td>Stage-log warning count</td><td>26</td></tr>
<tr><td>Count of maximum capacitance violations</td><td>0</td></tr>
<tr><th colspan="2">Worst hold path</th></tr>
<tr><td>Start point of the worst min-delay path</td><td>timer[0]</td></tr>
<tr><td>Class of the most critical hold timing path</td><td>reg2reg</td></tr>
<tr><th colspan="2">Status</th></tr>
<tr><td>Run status</td><td>finished, final reports clean</td></tr>
</table>
layout by cell type (no fill, tap or decap), types with 4 or more instances in the layout:
| master | netlist | final |
|---|---|---|
| xnor2_1 | 9 | 9 |
| clkbuf_8 | 0 | 5 |
| nand2_1 | 26 | 26 |
| nor2_1 | 15 | 15 |
| ha_1 | 4 | 4 |
| nor3_1 | 10 | 10 |
| nand4_1 | 9 | 9 |
| and4_1 | 4 | 4 |
| a31oi_1 | 4 | 4 |
| nand3_1 | 13 | 13 |
| clkdlybuf4s50_1 | 0 | 7 |
| inv_1 | 5 | 5 |
| dfrtp_1 | 33 | 33 |
| or2_2 | 4 | 4 |
| xor2_1 | 8 | 8 |
kinds of logic after synthesis:
group	share of synthesized area, %
AOI/OAI and AO/OA	6.38
xor gates and xnor gates	8.25
muxes	1.87
and+or+nand+nor	31.1
adders and majority gates	2.77
buffers and inverters	3.88
DFF	45.7
Yosys cell counts, drive strengths merged (2+ instances only):
cell,instances
a21oi,2
mux2,3
nand4,10
xnor2,9
nor2,15
clkbuf,7
inv,5
nand2,26
nor3,10
or3b,2
or2,5
a21o,2
nand3,13
xor2,8
buf,2
or4,3
dfrtp,33
nor4,6
ha,4
a31oi,4
and4,4
o21ai,3
metrics by stage:
| stage | setup WS [ps] | power (mW) | cell area (µm²) |
|---|---|---|---|
| finish | 1290 | 0.607 | 2000 |
| global route | 1120 | 0.640 | 2000 |
| CTS | 1270 | 0.617 | 2000 |
| detailed placement | 1300 | 0.367 | 1920 |
| global placement | 1360 | 0.367 | 1920 |
| floorplan | 1830 | 0.363 | 1810 |
final timing paths:
kind | endpoint | slack, ps | depth (start not counted)
setup / recovery | RNS | 1290 | 4
hold / removal | timer[0] | 490 | 1
setup reg to reg | count_idx[2] | 1310 | 5
hold reg to reg | timer[0] | 490 | 1
max in group asynchronous | timer[25] | 2630 | 3
min in group asynchronous | count_idx[0] | 860 | 3
routing by layer:
layer / up-vias / wire length [µm] / share of wire (%) / global-route usage, %
met1: 622 / 1700 / 50 / 19.3
met2: 32 / 1490 / 44 / 18.6
met5: - / 0 / 0 / 0
li1: 684 / - / - / -
met3: 7 / 178 / 5.2 / 3.13
met4: 0 / 57 / 1.7 / 1.64
power groups by stage:
stage	Combinational [mW]	Clock, mW	Sequential, mW
6_report	0.00830	0.248	0.351
5_1_grt	0.0102	0.279	0.351
4_1_cts	0.00910	0.257	0.351
sequential cells by signal, summed over array words and instances, names as in the netlist:
| name | flops |
|---|---|
| count_idx | 4 |
| timer | 29 |
final cells by class:
type	count	area share, %
timing repair buffer	8	3.87
inverter	5	0.936
sequential	33	41.2
multi-input combinational	142	45.4
clock buffer	6	3.62
clock inverter	2	0.499
tap	72	4.49
Power and IR drop assume default switching activity.
